--- flow/config.mk ---
export PLATFORM = sky130hd
export DESIGN_NAME = calculator_display
export DESIGN_NICKNAME = calculator_display
export VERILOG_FILES = /design/flow/design.v
export SDC_FILE = /design/flow/constraint.sdc
export NUM_CORES = 4
export LEC_CHECK = 1
export CORE_UTILIZATION = 50
--- flow/constraint.sdc ---
current_design calculator_display

set clk_period 5.2
set clk_io_pct 0.2

create_clock -name clk0 -period $clk_period [get_ports {clk}]

set non_clock_inputs [all_inputs -no_clocks]
set_input_delay [expr $clk_period * $clk_io_pct] -clock clk0 $non_clock_inputs
set_output_delay [expr $clk_period * $clk_io_pct] -clock clk0 [all_outputs]
--- flow/design.v ---
module calculator_display(
input wire clk,
input wire rst,
input wire button,
input wire [31:0] cal_result,
output wire  [7:0] led_en,
output wire        led_ca,
output wire        led_cb,
output wire        led_cc,
output wire        led_cd,
output wire        led_ce,
output wire        led_cf,
output wire        led_cg,
output wire       led_dp 
    );
reg [7:0]
    char0,char1,char2,char3,char4,char5,char6,char7;
parameter
    zero = 7'b1000000,
    one  = 7'b1111001,
    two  = 7'b0100100,
    three= 7'b0110000,
    four = 7'b0011001,
    five = 7'b0010010,
    six  = 7'b0000010,
    seven= 7'b1111000,
    eight= 7'b0000000,
    nine = 7'b0010000,
    chA  = 7'b0001000,
    chB  = 7'b0000011,
    chC  = 7'b0100111,
    chD  = 7'b0100001,
    chE  = 7'b0000110,
    chF  = 7'b0001110,
    None = 7'b1111111,
    chR  = 7'b0101111,
    chO  = 7'b0100011;
parameter
    EN7 = 8'b01111111,  
    EN6 = 8'b10111111, 
    EN5 = 8'b11011111, 
    EN4 = 8'b11101111, 
    EN3 = 8'b11110111, 
    EN2 = 8'b11111011, 
    EN1 = 8'b11111101, 
    EN0 = 8'b11111110; 
reg [7:0] led_en_x = EN0;
reg [31:0] cnt_2ms = 32'b0;
reg [31:0] ledtime_2ms = 'd20000;
reg [6:0] led_cx;
assign led_en = led_en_x;
assign
    led_ca = led_cx[0],
    led_cb = led_cx[1],
    led_cc = led_cx[2],
    led_cd = led_cx[3],
    led_ce = led_cx[4],
    led_cf = led_cx[5],
    led_cg = led_cx[6];
always@(posedge clk)begin
    if(cnt_2ms == ledtime_2ms)
    cnt_2ms <= 32'b0;
    else
    cnt_2ms <= cnt_2ms + 1'b1;
end
always@(posedge clk)begin
    if(cnt_2ms == ledtime_2ms)begin
        case(led_en_x)
        EN0:led_en_x<=EN1;
        EN1:led_en_x<=EN2;
        EN2:led_en_x<=EN3;
        EN3:led_en_x<=EN4;
        EN4:led_en_x<=EN5;
        EN5:led_en_x<=EN6;
        EN6:led_en_x<=EN7;
        EN7:led_en_x<=EN0;
        default:led_en_x<=EN0;
        endcase
    end
end
always@(posedge clk)begin
        case(led_en_x)
        EN0:led_cx <= char0;
        EN1:led_cx <= char1;
        EN2:led_cx <= char2;
        EN3:led_cx <= char3;
        EN4:led_cx <= char4;
        EN5:led_cx <= char5;
        EN6:led_cx <= char6;
        EN7:led_cx <= char7;
        default:led_cx <= None;
        endcase
end
always@(posedge clk)begin
    case(cal_result[3:0])
    4'b0000:char0 <= zero;
    4'b0001:char0 <= one;
    4'b0010:char0 <= two;
    4'b0011:char0 <= three;
    4'b0100:char0 <= four;
    4'b0101:char0 <= five;
    4'b0110:char0 <= six;
    4'b0111:char0 <= seven;
    4'b1000:char0 <= eight;
    4'b1001:char0 <= nine;
    4'b1010:char0 <= chA;
    4'b1011:char0 <= chB;
    4'b1100:char0 <= chC;
    4'b1101:char0 <= chD;
    4'b1110:char0 <= chE;
    4'b1111:char0 <= chF;
    default:char0 <= None;
    endcase
    case(cal_result[7:4])
    4'b0000:char1 <= zero;
    4'b0001:char1 <= one;
    4'b0010:char1 <= two;
    4'b0011:char1 <= three;
    4'b0100:char1 <= four;
    4'b0101:char1 <= five;
    4'b0110:char1 <= six;
    4'b0111:char1 <= seven;
    4'b1000:char1 <= eight;
    4'b1001:char1 <= nine;
    4'b1010:char1 <= chA;
    4'b1011:char1 <= chB;
    4'b1100:char1 <= chC;
    4'b1101:char1 <= chD;
    4'b1110:char1 <= chE;
    4'b1111:char1 <= chF;
    default:char1 <= None;
    endcase
    case(cal_result[11:8])
    4'b0000:char2 <= zero;
    4'b0001:char2 <= one;
    4'b0010:char2 <= two;
    4'b0011:char2 <= three;
    4'b0100:char2 <= four;
    4'b0101:char2 <= five;
    4'b0110:char2 <= six;
    4'b0111:char2 <= seven;
    4'b1000:char2 <= eight;
    4'b1001:char2 <= nine;
    4'b1010:char2 <= chA;
    4'b1011:char2 <= chB;
    4'b1100:char2 <= chC;
    4'b1101:char2 <= chD;
    4'b1110:char2 <= chE;
    4'b1111:char2 <= chF;
    default:char2 <= None;
    endcase
    case(cal_result[15:12])
    4'b0000:char3 <= zero;
    4'b0001:char3 <= one;
    4'b0010:char3 <= two;
    4'b0011:char3 <= three;
    4'b0100:char3 <= four;
    4'b0101:char3 <= five;
    4'b0110:char3 <= six;
    4'b0111:char3 <= seven;
    4'b1000:char3 <= eight;
    4'b1001:char3 <= nine;
    4'b1010:char3 <= chA;
    4'b1011:char3 <= chB;
    4'b1100:char3 <= chC;
    4'b1101:char3 <= chD;
    4'b1110:char3 <= chE;
    4'b1111:char3 <= chF;
    default:char3 <= None;
    endcase
    case(cal_result[19:16])
    4'b0000:char4 <= zero;
    4'b0001:char4 <= one;
    4'b0010:char4 <= two;
    4'b0011:char4 <= three;
    4'b0100:char4 <= four;
    4'b0101:char4 <= five;
    4'b0110:char4 <= six;
    4'b0111:char4 <= seven;
    4'b1000:char4 <= eight;
    4'b1001:char4 <= nine;
    4'b1010:char4 <= chA;
    4'b1011:char4 <= chB;
    4'b1100:char4 <= chC;
    4'b1101:char4 <= chD;
    4'b1110:char4 <= chE;
    4'b1111:char4 <= chF;
    default:char4 <= None;
    endcase
    case(cal_result[23:20])
    4'b0000:char5 <= zero;
    4'b0001:char5 <= one;
    4'b0010:char5 <= two;
    4'b0011:char5 <= three;
    4'b0100:char5 <= four;
    4'b0101:char5 <= five;
    4'b0110:char5 <= six;
    4'b0111:char5 <= seven;
    4'b1000:char5 <= eight;
    4'b1001:char5 <= nine;
    4'b1010:char5 <= chA;
    4'b1011:char5 <= chB;
    4'b1100:char5 <= chC;
    4'b1101:char5 <= chD;
    4'b1110:char5 <= chE;
    4'b1111:char5 <= chF;
    default:char5 <= None;
    endcase
    case(cal_result[27:24])
    4'b0000:char6 <= zero;
    4'b0001:char6 <= one;
    4'b0010:char6 <= two;
    4'b0011:char6 <= three;
    4'b0100:char6 <= four;
    4'b0101:char6 <= five;
    4'b0110:char6 <= six;
    4'b0111:char6 <= seven;
    4'b1000:char6 <= eight;
    4'b1001:char6 <= nine;
    4'b1010:char6 <= chA;
    4'b1011:char6 <= chB;
    4'b1100:char6 <= chC;
    4'b1101:char6 <= chD;
    4'b1110:char6 <= chE;
    4'b1111:char6 <= chF;
    default:char6 <= None;
    endcase
    case(cal_result[31:27])
    4'b0000:char7 <= zero;
    4'b0001:char7 <= one;
    4'b0010:char7 <= two;
    4'b0011:char7 <= three;
    4'b0100:char7 <= four;
    4'b0101:char7 <= five;
    4'b0110:char7 <= six;
    4'b0111:char7 <= seven;
    4'b1000:char7 <= eight;
    4'b1001:char7 <= nine;
    4'b1010:char7 <= chA;
    4'b1011:char7 <= chB;
    4'b1100:char7 <= chC;
    4'b1101:char7 <= chD;
    4'b1110:char7 <= chE;
    4'b1111:char7 <= chF;
    default:char7 <= None;
    endcase
end
endmodule
--- flow/run.sh ---
#!/bin/bash
# OpenROAD 26Q1-2900-gdf79404cd8, Yosys 0.63+post, stock flow scripts
make -C /OpenROAD-flow-scripts/flow DESIGN_CONFIG=/design/flow/config.mk WORK_HOME=/design/flow/orfs finish
==> notes.org <==
#+TITLE: Physical design notes

** Status
- The flow ran to the end, and the final reports show no timing, DRC or antenna violations.

** Synth
- Per the synthesis report, the number of distinct cell types is 51.
- Counting the warning lines in the Yosys log gives 2.
- Sequential cell area fraction in the yosys report :: 0.398
- Cell area after synthesis :: 5380 µm²
- Post-synth regs :: 103
- Cell count listed in synth_stat.txt :: 565
- The post-synth count of flops with an enable pin is 8.
- Top FF cell, synth :: sky130_fd_sc_hd__dfxtp_1
- The synthesis report lists the most area-consuming cells as sky130_fd_sc_hd__dfxtp_1, sky130_fd_sc_hd__ha_1, sky130_fd_sc_hd__mux4_2.
- Synthesis produced 565 cells.
- Largest area contributor in the netlist :: sky130_fd_sc_hd__dfxtp_1
- Per-instance average area after synthesis :: 9.52 µm²
- For this run, the chip area from Yosys synthesis comes to 5380 µm².
- The share of synthesized area in the top cell type comes to 0.354.
- Of all flip-flops after synthesis, the portion carrying an async set or reset was 0.

** Worst setup path
- Per the timing report, the most critical flop-to-flop path originates at led_en_x[5].
- The critical path goes through clkdlybuf4s50_1, inv_1, ha_1, inv_1, mux4_2, or2_2.
- Among all stages on the critical path, the maximum delay recorded is 0.74 ns.
- Worst R2R End :: led_cx[1]
- Looking at the critical path, the highest net fanout was 12.
- The timing report gives the worst reg2reg path a setup slack of 3.13 ns.
- The largest individual stage delay along the critical path comes from the cell sky130_fd_sc_hd__clkdlybuf4s50_1.
- Kind of cell adding the most delay to the critical path :: buffers and inverters
- Sort of element at the start of the critical path :: primary input
- The worst setup path is of the primary input to flip-flop kind.
- The worst setup path is captured at a flip-flop.
- The required time at the worst endpoint is listed as 5.45 ns.
- Combined buffer and inverter count along the critical path :: 3
- Per STA, the library cell used most along the worst path is sky130_fd_sc_hd__inv_1.
- Worst R2R Path Depth :: 4
- CP arrival :: 3.19 ns

** Place
- DP HPWL :: 7.43 mm
- Number of instances in the placed design :: 723
- Routability-driven placement congestion ratio :: 0.809
- Port buffering added 47 buffers.
- Worst slack at placement :: 1.91 ns
- Once placement finished, the instance area stood at 5910 µm².

** Routing
- Average wire length per cell after detail routing :: 13.4 µm
- Initial detailed-routing violation count :: 187
- Once detail routing completed, the nets flagged for antenna violations numbered 0.
- Dividing the detail-routed via count by the number of cells gives 5.30.
- DR vias :: 3914
- Residual DRC :: 0
- First-pass iteration count of the detailed router :: 6
- The wire length recorded after detailed routing is 9.90 mm.
- The number of antenna diodes in the final layout is 0.

** Final timing
- Final clock skew :: 0.0149 ns
- RSZ-0062 raised after global routing :: no
- Hold_ws :: 0.472 ns
- Setup WS post-layout :: 2.26 ns
- Period utilisation layout :: 0.565
- The end-of-flow timing check tallies setup violations at 0.
- The final max-slew violation count recorded for this run is 0.
- Peak clock frequency supported by timing :: 340 MHz
- Setup tns final :: 0 ns
- The worst path in the final design needs a cycle of 2.94 ns, including I/O delays and setup.
- Per the final timing report, the hold violations number 0.

** Clock network
- TritonCTS built the clock tree.
- Max Buffers Root-to-Sink :: 2
- Count of cells resized by post-cts repair :: 0
- The tree is rooted in a sky130_fd_sc_hd__clkbuf_8.
- Number of buffers inserted by hold repair at cts :: 0
- Per the TritonCTS log, the buffer count is 9.
- At the later pin of the worst-skew pair, clock insertion delay measures 0.36 ns.
- Per the post-CTS timing run, clock transition at the registers of the reported paths is 0.10 ns.
- The CTS log lists the clock sinks for this run as 103.
- The number of setup buffers added after CTS is 0.
- H-tree depth :: 3

** Hold path
- For the worst min-delay path, the startpoint reported by OpenROAD is cnt_2ms[31].
- Class of the tightest hold or removal check :: flip-flop to flip-flop
- The endpoint of the worst hold path is reported as cnt_2ms[31].
- In the hold timing report, the worst path depth is 1.

** GRT
- Across every metal layer, demand over resource in global routing totals 0.195.
- Via count of the first global-routing pass :: 3552
- Pin count of the biggest net entering global routing :: 17
- Global routing finished with a remaining overflow of 0.
- Initial antenna violation count :: 0
- Global-route wire length before repair :: 17.0 mm

** Pwr
- Dividing total power by cell area gives a power density of 243 nW/µm².
- VDD sags by at most 0.000126 V.
- The leakage component of the power was reported as 2.51 nW.
- After layout, the design draws a total of 1.48 mW.

** Floorplanning
- According to the I/O placement log, the pin count is 51.
- Area of the die :: 11200 µm²
- Die Span Y :: 106 µm
- Fp util :: 0.519
- Horizontal die size :: 106 µm
- Number of placement rows :: 37
- According to the floorplan report, the placeable core area is 10400 µm².

** Cells and area
- The finished cells cover 6100 µm².
- The final layout report lists a filler cell count of 889.
- Excluding fillers, the count of instances in the completed layout stands at 739.
- The layout summary lists the proportion of cells stronger than drive strength 1 as 0.0630.
- Per the run report, area growth between synthesis and finish was 13.5%.
- The finished layout reports a core utilization of 0.589.

** Job
- Total tool warning count :: 68
- The tool flagged a number of max-cap violations equal to 0.
layer usage:
layer | up-vias | wire length, µm | global-route usage
met4 | 0 | 201 | 0.0367
met3 | 17 | 410 | 0.0391
met2 | 72 | 4280 | 0.283
li1 | 2038 | - | -
met1 | 1787 | 5010 | 0.317
met5 | - | 0 | 0
power by group:
| group | switching, mW | leakage (nW) | internal (mW) |
|---|---|---|---|
| Clock | 0.256 | 0.0938 | 0.223 |
| Sequential | 0.0130 | 0.876 | 0.835 |
| Combinational | 0.0763 | 1.54 | 0.0769 |
worst max path at each step:
stage             startpoint        to  slack (ns)  cells past startpoint
finish        cal_result[27]  char7[3]        2.26                      6
global route  cal_result[27]  char7[3]        2.18                      6
CTS           cal_result[27]  char7[3]        2.29                      6
placed cells by master (no fill, tap or decap), drive strengths merged, types with 2 or more instances in the layout:
master         instances
a21oi                 17
a221oi                 5
a222oi                 2
a22o                   4
a22oi                  9
a31oi                  5
a32o                   4
and2                   2
and3                   6
and3b                  2
clkbuf                11
clkdlybuf4s50         47
clkinv                 2
dfxtp                 95
edfxtp                 8
ha                    50
inv                   36
mux2i                 19
mux4                  15
nand2                 51
nand2b                 7
nand3                 25
nand4                 14
nor2                  58
nor2b                 10
nor3                  13
nor3b                  3
nor4                   7
o211ai                 4
o21ai                 14
o22ai                  5
o2bb2ai                3
o31ai                  4
or2                    2
xnor2                 15
xor2                  17
cell type report:
class,instances,area (µm²),share of cell area
inverter,35,131,0.0215
clock inverter,5,57.6,0.00943
clock buffer,11,131,0.0215
tap,136,170,0.0279
multi-input combinational,401,2990,0.490
timing repair buffer,48,478,0.0783
sequential,103,2140,0.351
worst reg2reg max path, stage by stage (launching register included):
cell	delay [ns]
sky130_fd_sc_hd__edfxtp_1	0.62
sky130_fd_sc_hd__nand4_1	0.38
sky130_fd_sc_hd__nor3b_2	0.49
sky130_fd_sc_hd__or3_1	0.32
sky130_fd_sc_hd__nand4_1	0.13
synth_stat cells (12+ instances only):
master,count
sky130_fd_sc_hd__nand2_1,51
sky130_fd_sc_hd__nand4_1,13
sky130_fd_sc_hd__dfxtp_1,95
sky130_fd_sc_hd__nand3_1,25
sky130_fd_sc_hd__nor3_1,12
sky130_fd_sc_hd__xor2_1,17
sky130_fd_sc_hd__a21oi_1,17
sky130_fd_sc_hd__ha_1,50
sky130_fd_sc_hd__mux4_2,15
sky130_fd_sc_hd__clkbuf_1,17
sky130_fd_sc_hd__inv_1,35
sky130_fd_sc_hd__xnor2_1,15
sky130_fd_sc_hd__o21ai_0,14
sky130_fd_sc_hd__nor2_1,57
sky130_fd_sc_hd__mux2i_1,19
sequential cells by signal (all words and copies together) (netlist names):
signal	cells
led_cx	7
char4	7
char2	7
cnt_2ms	32
char3	7
char6	7
char7	7
char1	7
char0	7
char5	7
led_en_x	8
kinds of logic after synthesis:
family	after synthesis	synth area share
XOR/XNOR	32	0.0521
other	1	0.000697
AND-OR/OR-AND	79	0.0996
flip-flops	103	0.398
buffers and inverters	61	0.0454
adder cells (fa/ha/maj)	50	0.116
multiplexers	34	0.0982
AND/OR/NAND/NOR	205	0.190
Power and IR drop assume default switching activity.
